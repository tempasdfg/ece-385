[/design/flow/design.v]
module win_or_lose ( input Reset, frame_clk,
							input [9:0] BoyX, BoyY, GirlX, GirlY,
							output logic win, lose
);
	logic boy_dead, girl_dead, boy_win, girl_win, Win, Lose;
	always_comb begin
		if (BoyX+10 >=221*2 && BoyX+10 <= 248*2 && BoyY+35 >=231*2-2)
			boy_dead = 1'b1;
		else if (BoyX+10 >=204*2 && BoyX+10 <= 232*2 && BoyY+35 >=181*2-2 && BoyY+35 <= 185*2-2)
			boy_dead = 1'b1;
		else
			boy_dead = 1'b0;
		if (GirlX+10 >=156*2 && GirlX+10 <= 182*2 && GirlY+35 >=231*2-2)
			girl_dead = 1'b1;
		else if (GirlX+10 >=203*2 && GirlX+10 <= 232*2 && GirlY+35 >=181*2-2 && GirlY+35 <= 185*2-2)
			girl_dead = 1'b1;
		else
			girl_dead = 1'b0;
	end
	always_comb begin
		if (BoyX >=262*2 && BoyX <= 275*2 && BoyY <=50*2)
			boy_win = 1'b1;
		else
			boy_win = 1'b0;
		if (GirlX >=293*2 && GirlX <= 300*2 && GirlY <=50*2)
			girl_win = 1'b1;
		else
			girl_win = 1'b0;
	end
	always_ff @ (posedge Reset or posedge frame_clk )
	begin
      if (Reset) begin
			Win <= 1'b0;
			Lose <= 1'b0;
		end
		else if ((boy_dead || girl_dead) == 1)
			Lose <= 1'b1;
		else if ((boy_win && girl_win) == 1)
			Win <= 1'b1;
	end
	assign win = Win;
	assign lose = Lose;
endmodule
[/design/flow/run.sh]
#!/bin/bash
# OpenROAD 26Q1-2900-gdf79404cd8, Yosys 0.63+post, stock flow scripts
make -C /OpenROAD-flow-scripts/flow DESIGN_CONFIG=/design/flow/config.mk WORK_HOME=/design/flow/orfs finish
[/design/flow/config.mk]
export PLATFORM = sky130hd
export DESIGN_NAME = win_or_lose
export DESIGN_NICKNAME = win_or_lose
export VERILOG_FILES = /design/flow/design.v
export SDC_FILE = /design/flow/constraint.sdc
export NUM_CORES = 4
export LEC_CHECK = 1
export CORE_AREA = 10 10 79 79
export DIE_AREA = 0 0 89 89
[/design/flow/constraint.sdc]
current_design win_or_lose

set clk_period 1.0
set clk_io_pct 0.2

create_clock -name clk0 -period $clk_period [get_ports {frame_clk}]

set non_clock_inputs [all_inputs -no_clocks]
set_input_delay [expr $clk_period * $clk_io_pct] -clock clk0 $non_clock_inputs
set_output_delay [expr $clk_period * $clk_io_pct] -clock clk0 [all_outputs]
==> results.sh <==
# implementation run metrics
export IMPL_max_slew_margin_pct=70.3
export IMPL_gp_congestion=0.905
export IMPL_r2r_start="Lose"
export IMPL_outcome="finished, violations left"
export IMPL_cts_root_buf="clkbuf_8"
export IMPL_violations="setup timing"
export IMPL_totalWireLength_um=5530
export IMPL_ys_flops=2
export IMPL_area_growth_synth_to_final_pct=80.8
export IMPL_grt_max_degree=10
export IMPL_path_max_fanout=5
export IMPL_die_h_um=89
export IMPL_clk_pin_slew_ns=0.03
export IMPL_io_pins=44
export IMPL_drc=0
export IMPL_yosys_area_um2=1650
export IMPL_drt_pre_antenna_iters=4
export IMPL_final_min_clock_period_ns=1.53
export IMPL_finalNonFillerCells=409
export IMPL_tightest_slew_ns=0.438
export IMPL_dp_hpwl_um=4430
export IMPL_grt_usage_pct=14.2
export IMPL_vias=2150
export IMPL_register_area_um2=50.0
export IMPL_startpoint="GirlY[1]"
export IMPL_critPathRequiredTime_ns=1.08
export IMPL_clockBufferDepth=2
export IMPL_fill_cells=401
export IMPL_grt_pass1_wl_um=9420
export IMPL_port_buffer_count=43
export IMPL_p_per_area_nw_per_um2=521
export IMPL_clkLatencyLatePin_ns=0.21
export IMPL_comb_area_um2=1670
export IMPL_maxCapViolCount=0
export IMPL_synth_cells_yosys=242
export IMPL_flop_cell="dfrtp_1"
export IMPL_htree_levels=1
export IMPL_period_used_pct=153
export IMPL_fin_ws_ns=-0.533
export IMPL_rsz0062_at_grt="yes"
export IMPL_maxSlewViolCount=0
export IMPL_insertedDiodeCount=0
export IMPL_dp_slack_ns=-1.25
export IMPL_startpoint_type="primary input"
export IMPL_core_area_um2=4660
export IMPL_placedCellCount=396
export IMPL_final_hold_violation_count=0
export IMPL_synthCells=242
export IMPL_die_area_um2=7920
export IMPL_die_w_um=89
export IMPL_synth_cell_types=66
export IMPL_numCtsBuffers=3
export IMPL_worstSetupEndpointType="flip-flop"
export IMPL_edf_count=0
export IMPL_area_leaders="ha_1 (8.3%), o21ai_0 (5.5%), xnor2_1 (4.8%)"
export IMPL_clock_sinks=2
export IMPL_antenna_found_initial=0
export IMPL_setup_viol=2
export IMPL_r2r_end="Lose"
export IMPL_drive_gt1_share_pct=44.8
export IMPL_syn_avg_cell_area_um2=6.82
export IMPL_crit_end="Lose"
export IMPL_rows=25
export IMPL_cts_hold_buffers=0
export IMPL_top_area_cell="ha_1"
export IMPL_routed_via_density=5.26
export IMPL_hold_path_class="primary input to async pin"
export IMPL_async_flop_share_pct=100
export IMPL_top_area_share_pct=8.33
export IMPL_synth_warnings=1
export IMPL_fp_util_pct=35.4
export IMPL_p_leak_nw=1.32
export IMPL_skew_ns=0
export IMPL_rrSetupSlack_ns=0.07
export IMPL_clock_fmax_mhz=652
export IMPL_warnings=35
export IMPL_postRouteAntennaNets=0
export IMPL_netlist_area_um2=1650
export IMPL_tritoncts="built"
export IMPL_critical_path_arrival_ns=1.61
export IMPL_wl_per_cell_um=13.5
export IMPL_worstSetupPathType="primary input to flip-flop"
export IMPL_grt_pass1_vias=2108
export IMPL_grt_remaining_overflow=0
export IMPL_drt_iter0_drc=38
export IMPL_ys_seq_share_pct=3.03
export IMPL_ff2ff_path_depth=3
export IMPL_max_vdd_ir_drop_mv=0.267
synthesized netlist by cell type (2+ instances only):
cell,number
a211o_1,4
a211oi_1,5
a21boi_0,4
a21o_1,4
a21oi_1,11
a22oi_1,2
a31oi_1,5
a41o_1,2
a41oi_1,2
and3_1,4
and3b_1,2
buf_2,10
clkbuf_1,5
dfrtp_1,2
ha_1,11
inv_1,18
mux2i_1,6
nand2_1,13
nand2b_1,5
nand3_1,10
nand4_1,4
nand4b_1,2
nor2_1,19
nor2b_1,6
nor3_1,7
nor3b_1,2
nor4_1,3
o2111a_1,2
o211ai_1,4
o21ai_0,18
o31a_1,2
o31ai_1,2
or2_2,3
or3_1,2
xnor2_1,9
xor2_1,2
layout by cell type, fill, tap and decap left out, types with 5 or more instances in the layout:
cell type,count
nand3_1,10
xnor2_1,8
a31oi_1,5
a21oi_1,8
buf_6,20
nand2_1,11
buf_2,5
nor2b_1,6
inv_2,5
o21ai_1,7
buf_4,67
ha_4,5
mux2i_1,6
inv_1,11
o21ai_0,9
dlygate4sd2_1,23
nor2_1,15
a211oi_1,5
nand2b_1,5
registers in the layout, indices dropped and copies added (netlist names):
signal and count:
Win 1, Lose 1
report_power, final:
| part | internal (W) | switching (W) |
|---|---|---|
| combinational | 0.000621 | 0.000521 |
| sequential | 0.0000878 | 0.00000500 |
| clock | 0.000255 | 0.0000655 |
worst max-delay path, stage by stage:
cell	delay, ns
clkdlybuf4s15_2	0.19
buf_4	0.14
o2111a_1	0.25
o21a_1	0.23
buf_4	0.15
a41oi_2	0.14
o21ai_1	0.09
nand4_1	0.12
o211ai_2	0.09
cell type report:
cell class | instances | share of cell area [%]
Multi-Input combinational cell | 204 | 56.0
Timing Repair Buffer | 128 | 36.2
Inverter | 18 | 2.43
Tap cell | 54 | 2.26
Sequential cell | 2 | 1.68
Clock buffer | 3 | 1.38
repair_timing:
| item | CTS | global route |
|---|---|---|
| buffers inserted | 9 | 0 |
| endpoints found under the setup margin | 4 | 4 |
| pin swaps | 40 | 19 |
| gates cloned | 1 | 0 |
| resized | 155 | 18 |
how the worst min path moves through the flow:
stage | from | end | slack, ns | cells past startpoint
4_1_cts | Reset | Lose | 0.16 | 2
5_1_grt | Reset | Lose | 0.18 | 2
6_report | Reset | Lose | 0.16 | 2
cells by family after synthesis:
group	share of synthesized area, %
AOI/OAI and AO/OA	38.1
xor gates and xnor gates	5.83
adders and majority gates	8.33
buffers and inverters	9.70
DFF	3.03
muxes	4.32
and+or+nand+nor	30.7
metal layers:
metal,vias to the layer above,part of all wire [%],routed length [um],track usage [%]
met1,978,47,2620,19.0
met5,-,0,0,0
li1,1142,-,-,-
met2,28,49,2700,24.5
met3,2,3.4,190,2.02
met4,0,0.27,15,1.45
per-stage QoR:
step | power, W | utilization (%) | instance area (um^2) | setup TNS [ns] | hold WS (ns)
6_report | 0.00156 | 64.1 | 2990 | -0.654 | 0.158
5_1_grt | 0.00168 | 64.1 | 2990 | -0.788 | 0.185
4_1_cts | 0.00154 | 63.7 | 2970 | -0.704 | 0.164
3_5_place_dp | 0.00110 | 56.3 | 2630 | -2.28 | 0.379
3_3_place_gp | 0.00110 | 56.3 | 2630 | -2.26 | 0.376
2_1_floorplan | 0.000591 | - | 1690 | -0.972 | -0.0588
No activity file was given, so power comes from the tool's default toggle rates.
