--- ./design.v ---
module diamond( input Reset, frame_clk,
					 input [9:0] BoyX, BoyY, GirlX, GirlY,
					 output logic gain_r1, gain_r2, gain_r3, gain_b1, gain_b2, gain_b3, gain_b4,
					 output [2:0] red, blue
);
	logic [2:0] red_total, blue_total;
	logic r1, r2, r3, b1, b2, b3, b4, R1, R2, R3, B1, B2, B3, B4;
	parameter [9:0] red1X = 163*2;
	parameter [9:0] red1Y = 216*2;
	parameter [9:0] red2X = 54*2;
	parameter [9:0] red2Y = 106*2;
	parameter [9:0] red3X = 88*2;
	parameter [9:0] red3Y = 17*2;
	parameter [9:0] blue1X = 227*2;
	parameter [9:0] blue1Y = 220*2;
	parameter [9:0] blue2X = 185*2;
	parameter [9:0] blue2Y = 117*2;
	parameter [9:0] blue3X = 11*2;
	parameter [9:0] blue3Y = 43*2;
	parameter [9:0] blue4X = 188*2;
	parameter [9:0] blue4Y = 35*2;
	always_comb begin
		if (BoyX+20 >= red1X && BoyX <= red1X+20 && BoyY+35 >= red1Y)
			r1 = 1'b1;
		else
			r1 = 1'b0;
		if (BoyX+20 >= red2X && BoyX <= red2X+20 && BoyY+35 >= red2Y && BoyY <= red2Y)
			r2 = 1'b1;
		else
			r2 = 1'b0;
		if (BoyX+20 >= red3X && BoyX <= red3X+20 && BoyY+35 >= red3Y && BoyY <= red3Y)
			r3 = 1'b1;
		else
			r3 = 1'b0;
		if (GirlX+20 >= blue1X && GirlX <= blue1X+20 && GirlY+35 >= blue1Y)
			b1 = 1'b1;
		else
			b1 = 1'b0;
		if (GirlX+20 >= blue2X && GirlX <= blue2X+20 && GirlY+35 >= blue2Y && GirlY <= blue2Y)
			b2 = 1'b1;
		else
			b2 = 1'b0;
		if (GirlX+20 >= blue3X && GirlX <= blue3X+20 && GirlY+35 >= blue3Y && GirlY <= blue3Y)
			b3 = 1'b1;
		else
			b3 = 1'b0;
		if (GirlX+20 >= blue4X && GirlX <= blue4X+20 && GirlY+35 >= blue4Y && GirlY <= blue4Y)
			b4 = 1'b1;
		else
			b4 = 1'b0;
	end
	always_ff @ (posedge Reset or posedge frame_clk )
    begin
       if (Reset)
        begin 
            R1 <= 1'b0;
				R2 <= 1'b0;
				R3 <= 1'b0;
				B1 <= 1'b0;
				B2 <= 1'b0;
				B3 <= 1'b0;
				B4 <= 1'b0;
				red_total <= 3'b0;
				blue_total <= 3'b0;
        end
		 else begin
			if (r1 == 1'b1 && R1 == 1'b0) begin
				R1 <= 1'b1;
				red_total <= red_total + 1;
			end
			if (r2 == 1'b1 && R2 == 1'b0) begin
				R2 <= 1'b1;
				red_total <= red_total + 1;
			end
			if (r3 == 1'b1 && R3 == 1'b0) begin
				R3 <= 1'b1;
				red_total <= red_total + 1;
			end
			if (b1 == 1'b1 && B1 == 1'b0) begin
				B1 <= 1'b1;
				blue_total <= blue_total + 1;
			end
			if (b2 == 1'b1 && B2 == 1'b0) begin
				B2 <= 1'b1;
				blue_total <= blue_total + 1;
			end
			if (b3 == 1'b1 && B3 == 1'b0) begin
				B3 <= 1'b1;
				blue_total <= blue_total + 1;
			end
			if (b4 == 1'b1 && B4 == 1'b0) begin
				B4 <= 1'b1;
				blue_total <= blue_total + 1;
			end
		end
	end
	assign gain_r1 = R1;
	assign gain_r2 = R2;
	assign gain_r3 = R3;
	assign gain_b1 = B1;
	assign gain_b2 = B2;
	assign gain_b3 = B3;
	assign gain_b4 = B4;
	assign red = red_total;
	assign blue = blue_total;
endmodule
--- ./run.sh ---
#!/bin/bash
# OpenROAD 26Q1-2900-gdf79404cd8, Yosys 0.63+post, stock flow scripts
make -C /OpenROAD-flow-scripts/flow DESIGN_CONFIG=/design/flow/config.mk WORK_HOME=/design/flow/orfs finish
--- ./config.mk ---
export PLATFORM = sky130hd
export DESIGN_NAME = diamond
export DESIGN_NICKNAME = diamond
export VERILOG_FILES = /design/flow/design.v
export SDC_FILE = /design/flow/constraint.sdc
export NUM_CORES = 4
export LEC_CHECK = 1
export CORE_UTILIZATION = 30
--- ./constraint.sdc ---
current_design diamond

set clk_period 2.8
set clk_io_pct 0.2

create_clock -name clk0 -period $clk_period [get_ports {frame_clk}]

set non_clock_inputs [all_inputs -no_clocks]
set_input_delay [expr $clk_period * $clk_io_pct] -clock clk0 $non_clock_inputs
set_output_delay [expr $clk_period * $clk_io_pct] -clock clk0 [all_outputs]
==> impl_metrics.py <==
# Flow results
metrics = {
    "yosys": {
        "ff_type": "dfrtp_1",
        "synth-cells-yosys": 335,
        "async_flop_share_pct": 100,
        "yosysWarnings": 1,
        "synth_area_um2": 2440,
        "synth_cell_type_count": 68,
        "edf_count": 0,
        "synth_cells": 335,
        "syn_area_per_cell_um2": 7.28,
        "yosysSeqAreaShare_pct": 13.3,
        "ys.flops": 13,
        "ys_area_um2": 2440,
    },
    "place": {
        "io_buffers": 54,
        "pre_cts_slack_ps": -466,
        "place_hpwl_mm": 5.97,
        "gp_congestion": 0.928,
    },
    "sta": {
        "finalHoldViolCount": 0,
        "fin_crit_sh_pct": 97.0,
        "whs_ps": 484,
        "min_period_ps": 2720,
        "worst_slack_ps": 84.3,
        "fin_setup_tns_ps": 0,
        "maxSlewViolCount": 0,
        "clock.fmax_mhz": 368,
        "worstMarginPinSlew_ps": 480,
        "relSlewSlack_pct": 67.9,
        "finClkSkew_ps": 3.76,
        "setup_viol": 0,
    },
    "worst_setup_path": {
        "cpMaxStageDelayCell": "a221o_1",
        "path_cells": "dlygate4sd2_1, buf_4, o2111a_2, or3_1, a221o_1, a221oi_4, nor4_4, mux2_4",
        "arrival_ps": 2840,
        "critical_path_class": "input port to flip-flop",
        "critPathBufInv": 2,
        "start_kind": "input port",
        "crit_required_ps": 2920,
        "critical_path.max_stage_delay_ps": 410,
        "endpoint_kind": "flip-flop",
        "crit_family": "AND-OR/OR-AND gates",
        "cp_max_fo": 10,
    },
    "layout": {
        "fin_util_pct": 51.3,
        "drive_gt1_share_pct": 31.7,
        "lay_top_count": "buf_4",
        "final_cell_mix": "buf_4 (102), clkdlybuf4s50_1 (42), o21ai_0 (23)",
        "area_delta_synth_final_pct": 64.3,
    },
    "clock_tree": {
        "cts-buffers-inserted": 3,
        "cts_tree": "built",
        "clkSinkCount": 13,
        "path_clk_slew_ps": 50,
        "htree_levels": 1,
        "clock.latency.late_pin_ps": 240,
        "clock_path_buffers": 2,
        "root_buffer": "clkbuf_8",
    },
    "routing": {
        "via_per_inst": 5.25,
        "wirelength_mm": 7.54,
        "antenna_cells": 0,
        "drt_iter0_drc": 68,
        "drcViolationCount": 0,
        "drtAntennaViolNets": 0,
        "routedWlPerCell_um": 13.2,
        "via_count": 3005,
        "first_pass_iters": 4,
    },
    "outcome": {
        "status": "finished clean",
    },
    "job": {
        "log.warning_count": 35,
        "drv_cap": 0,
    },
    "power": {
        "p_leak_nw": 1.71,
        "p_int_mw": 0.781,
        "p_clk_share_pct": 13.7,
        "finalPower_mw": 1.18,
        "switching_share_pct": 33.6,
        "peakVddDrop_uv": 276,
        "power_frac_seq_pct": 28.4,
        "power_density_nw_per_um2": 293,
        "p_sw_mw": 0.395,
        "pwr-share-comb_pct": 57.9,
    },
    "global_routing": {
        "grt_pass1_wl_mm": 12.7,
        "grt_overflow": 0,
        "grt_usage_pct": 18.1,
        "antenna_found_initial": 0,
        "grt_pass1_vias": 2743,
        "grt_start_max_net_pins": 14,
    },
    "die": {
        "fp_util_pct": 31.3,
        "core_area_um2": 7810,
        "rows": 32,
        "fp.dieArea_um2": 8500,
        "num_io_pins": 55,
        "die_w_um": 92.2,
        "die_h_um": 92.2,
    },
    "worst_hold_path": {
        "hp-class": "flip-flop to flip-flop",
    },
}
cell usage after synthesis (3+ instances only):
master     number  area (µm²)
nor3_1          9        45.0
ha_1           16         200
nand2b_1        5        31.3
or4_1           4        30.0
nor2_1         19        71.3
xnor2_1         6        52.6
nor4_1          4        25.0
a21o_1          7        52.6
nor2b_1         5        31.3
nand4b_1        3        26.3
nand2_1        15        56.3
xor2_1          3        26.3
clkbuf_1       19        71.3
buf_2           6        30.0
o21ai_0        24         120
o211ai_1        6        45.0
o21bai_1        5        37.5
nand4_1         7        43.8
a21boi_0        3        22.5
inv_1          22        82.6
nand3_1        13        65.1
dfrtp_1        13         325
or2_1           4        25.0
o2111ai_1       5        43.8
a211oi_1        8        60.1
and4b_1         3        30.0
and3_1          5        31.3
a21oi_1        19        95.1
a31oi_1        11        68.8
or3_1           6        37.5
metal layers:
layer  GRT usage, %  share of wire, %
met1           29.6                51
met4          0.391              0.11
met3           2.03               3.8
met5              0                 0
met2           27.1                45
repair_timing:
item | CTS | global route
gates resized | 25 | 26
setup endpoints to repair | 5 | 6
hold buffers | 0 | 0
hold endpoints to repair | 0 | 0
buffers inserted | 3 | 3
pin swaps | 16 | 6
area by class of cell:
class	instances	area [µm²]
tap	102	128
clock buffer	4	45.0
sequential	13	325
timing repair buffer	159	1350
fill	733	3800
multi-input combinational	272	2080
inverter	22	82.6
logic make-up (layout without fill, tap and decap cells):
group                      after synthesis  count (layout)  share of synthesized area, %
AOI/OAI and AO/OA                      128             128                          37.5
and+or+nand+nor                        116             116                          27.4
buffers and inverters                   50             185                          8.77
adders and majority gates               16              16                          8.21
DFF                                     13              13                          13.3
xor gates and xnor gates                 9               9                          3.23
muxes                                    3               3                          1.54
stage by stage:
| step | cells | cell area (µm²) |
|---|---|---|
| after floorplan | 335 | 2450 |
| after global placement | 562 | 3740 |
| after detailed placement | 562 | 3740 |
| after CTS | 569 | 3890 |
| after global routing | 572 | 4010 |
| final | 572 | 4010 |
registers in the layout, summed over array words and instances (netlist names):
name	cells
blue_total	3
R3	1
B1	1
B3	1
B4	1
R1	1
R2	1
red_total	3
B2	1
power groups by stage:
stage | combinational (mW) | clock (mW) | sequential, mW
6_report | 0.681 | 0.161 | 0.333
4_1_cts | 0.660 | 0.166 | 0.336
5_1_grt | 0.749 | 0.176 | 0.344
path summary, 6_finish.rpt:
kind / start / end / slack, ps / cells past startpoint
setup / recovery: GirlY[1] / blue_total[1] / 80 / 8
min in group asynchronous: Reset / blue_total[0] / 640 / 2
hold reg to reg: blue_total[2] / blue_total[2] / 480 / 1
max in group asynchronous: Reset / B3 / 1830 / 2
setup reg to reg: B2 / blue_total[1] / 740 / 6
hold / removal: blue_total[2] / blue_total[2] / 480 / 1
Power is estimated from default activity; no workload was simulated.
