===== ./design.v =====
module box_move ( input Reset, frame_clk,
						input [3:0] boy_status, girl_status, 
						input [9:0] BoyX, BoyY, GirlX, GirlY,
						output [9:0] BoxX, BoxY,
						output is_stuck
);
	parameter [9:0] Box_X_LEFT=360;
   parameter [9:0] Box_Y_TOP=149-36;
	logic [9:0] Box_X_Pos, Box_X_Motion, Box_Y_Pos, Box_Y_Motion, Box_x_Pos, Box_x_Motion, Box_y_Pos, Box_y_Motion;
	logic box_left, box_right;
	logic left_b, right_b, down_b, left_g, right_g, down_g;
	logic Stuck, stuck;
	enum logic [1:0] {still, left, right, down}    curr_state, next_state;
	always_ff @ (posedge Reset or posedge frame_clk ) begin
		 if (Reset)   
        begin 
            Box_Y_Motion <= 10'd0;
				Box_X_Motion <= 10'd0;
				Box_Y_Pos <= Box_Y_TOP;
				Box_X_Pos <= Box_X_LEFT;
				Stuck <= 1'b0;
        end
		 else begin
			Box_X_Motion <= Box_x_Motion;
			Box_Y_Motion <= Box_y_Motion;
			Box_Y_Pos <= Box_y_Pos;
			Box_X_Pos <= Box_x_Pos;
			curr_state <= next_state;
			Stuck <= stuck;
		end
	end
	collide_box cb1(.BoxX(Box_X_Pos),
					 .BoxY(Box_Y_Pos),
					 .Fig_x_Pos(BoyX),
					 .Fig_y_Pos(BoyY),
					 .is_box_left(left_b),
					 .is_box_right(right_b),
					 .is_box_down(down_b)
					 );
	collide_box cb2(.BoxX(Box_X_Pos),
					 .BoxY(Box_Y_Pos),
					 .Fig_x_Pos(GirlX),
					 .Fig_y_Pos(GirlY),
					 .is_box_left(left_g),
					 .is_box_right(right_g),
					 .is_box_down(down_g)
					 );
	always_comb begin
		if (left_b==1 && ((boy_status == 4'b0001) || (boy_status == 4'b0110) || (boy_status == 4'b1000)))
			box_left = 1'b1;
		else if (left_g==1 && ((girl_status == 4'b0001) || (girl_status == 4'b0110) || (girl_status == 4'b1000)))
			box_left = 1'b1;
		else
			box_left = 1'b0;
		if (right_b==1 && ((boy_status == 4'b0010) || (boy_status == 4'b0101) || (boy_status == 4'b0111)))
			box_right = 1'b1;
		else if (right_g==1 && ((girl_status == 4'b0010) || (girl_status == 4'b0101) || (girl_status == 4'b0111)))
			box_right = 1'b1;
		else
			box_right = 1'b0;
		if ((left_g && right_b == 1) || (left_b && right_g == 1)) begin
			box_left = 1'b0;
			box_right = 1'b0;
		end
	end
	always_comb begin
		next_state  = curr_state;
		unique case(curr_state)
			still: begin
				if ((Box_X_Pos >= 139*2) && (Box_X_Pos+36 <= 165*2) && (Box_Y_Pos+36 < 183))
					next_state = down;
				else if ((box_left == 1'b1) && ((Box_X_Pos >= 98)))
					next_state = left;
				else if ((box_right == 1'b1) && (Box_X_Pos+36 <= 330))
					next_state = right;
				else
					next_state = still;
				end
			down: begin
				if (Box_Y_Pos+36 >= 183)
					next_state = still;
				else
					next_state = down;
				end
			left: begin
				if ((Box_X_Pos >= 139*2) && (Box_X_Pos+36 <= 165*2) && (Box_Y_Pos+36 < 183))
					next_state = down;
				else if ((box_left == 1'b1) && (Box_X_Pos >= 98))
					next_state = left;
				else if ((box_right == 1'b1) && (Box_X_Pos+36 <= 330))
					next_state = right;
				else
					next_state = still;
				end
			right: begin
				if ((box_left == 1'b1) && ((Box_X_Pos >= 98)))
					next_state = left;
				else if ((box_right == 1'b1) && (Box_X_Pos+36 <= 330))
					next_state = right;
				else
					next_state = still;
				end
		endcase
	end
	always_comb begin
		Box_x_Motion = Box_X_Motion;
		Box_y_Motion = Box_Y_Motion;
		Box_y_Pos = Box_Y_Pos;
		Box_x_Pos = Box_X_Pos;
		stuck = Stuck;
		unique case (curr_state)
			still: begin
				Box_y_Motion = 10'd0;
				Box_x_Motion = 10'd0;
				Box_y_Pos = Box_y_Pos + Box_y_Motion;
				Box_x_Pos = Box_x_Pos + Box_x_Motion;
				if ((left_g && right_b == 1) || (left_b && right_g == 1) || (Box_X_Pos <= 98) || (Box_X_Pos+36 == 330))
					stuck = 1'b1;
				else
					stuck = 1'b0;
			end
			down: begin
				if ((Box_X_Pos >= 139*2) && (Box_X_Pos+36 < 165*2)) begin
					Box_y_Motion = 1;
					Box_x_Motion = -1;
					Box_y_Pos = (Box_y_Pos + Box_y_Motion);
					Box_x_Pos = (Box_x_Pos + Box_x_Motion);
					stuck = 1'b0;
				end
				else if ((Box_X_Pos <= 277) && (Box_Y_Pos+36 <= 183)) begin
					Box_y_Motion = 2;
					Box_x_Motion = 0;
					Box_y_Pos = (Box_y_Pos + Box_y_Motion);
					Box_x_Pos = (Box_x_Pos + Box_x_Motion);
					stuck = 1'b0;
				end
			end
			left: begin
				Box_y_Motion = 0;
				Box_x_Motion = -1;
				Box_y_Pos = (Box_y_Pos + Box_y_Motion);
				Box_x_Pos = (Box_x_Pos + Box_x_Motion);
				stuck = 1'b0;
			end
			right: begin
				Box_y_Motion = 0;
				Box_x_Motion = 1;
				Box_y_Pos = (Box_y_Pos + Box_y_Motion);
				Box_x_Pos = (Box_x_Pos + Box_x_Motion);
				stuck = 1'b0;
			end
		endcase
	end
	assign BoxX = Box_X_Pos;
   assign BoxY = Box_Y_Pos;
	assign is_stuck = Stuck;
endmodule
module collide_box ( input [9:0] BoxX, BoxY, Fig_x_Pos, Fig_y_Pos,
							output logic is_box_left, is_box_right, is_box_down
);
	always_comb begin 
		if ((Fig_x_Pos <= BoxX+36) && (Fig_x_Pos >= BoxX+25) && (Fig_y_Pos+32 > BoxY) && (Fig_y_Pos < BoxY+36))
			is_box_left = 1'b1;
		else
			is_box_left = 1'b0;
		if ((Fig_x_Pos+20 <= BoxX+5) && (Fig_x_Pos+20 >= BoxX) && (Fig_y_Pos+32 > BoxY) && (Fig_y_Pos < BoxY+36))
			is_box_right = 1'b1;
		else
			is_box_right = 1'b0;
		if ((Fig_x_Pos + 10 >= BoxX) && (Fig_x_Pos + 10 <= BoxX+36) && (Fig_y_Pos+30 < BoxY) && (Fig_y_Pos+35 >= BoxY))
			is_box_down = 1'b1;
		else
			is_box_down = 1'b0;
	end
endmodule

===== ./run.sh =====
#!/bin/bash
# OpenROAD 26Q1-2900-gdf79404cd8, Yosys 0.63+post, stock flow scripts
make -C /OpenROAD-flow-scripts/flow DESIGN_CONFIG=/design/flow/config.mk WORK_HOME=/design/flow/orfs finish

===== ./config.mk =====
export PLATFORM = sky130hd
export DESIGN_NAME = box_move
export DESIGN_NICKNAME = box_move
export VERILOG_FILES = /design/flow/design.v
export SDC_FILE = /design/flow/constraint.sdc
export NUM_CORES = 4
export LEC_CHECK = 1
export CORE_UTILIZATION = 50

===== ./constraint.sdc =====
current_design box_move

set clk_period 4.5
set clk_io_pct 0.2

create_clock -name clk0 -period $clk_period [get_ports {frame_clk}]

set non_clock_inputs [all_inputs -no_clocks]
set_input_delay [expr $clk_period * $clk_io_pct] -clock clk0 $non_clock_inputs
set_output_delay [expr $clk_period * $clk_io_pct] -clock clk0 [all_outputs]

==> results.tsv <==
stage	metric	value	unit
global_routing	vias in the first global route	4802	
floorplanning	# IOs	71	
clock_network	TritonCTS clock tree	yes	
final_timing	Tmin final	4099	ps
detailed_routing	post-route ant nets	0	
global_routing	gr ovfl total	0	
cells_and_area	Layout fillers	941	
synth	Yosys Chip Area	0.005463	mm²
synth	Mapped Area	0.005463	mm²
flow_run	OpenROAD warning count	41	
power	Worst VDD drop	0.1244	mV
power	pwr dens	95.42	mW/mm²
floorplanning	core area	0.01046	mm²
worst_setup_path	critical path's top delay family	AND-OR/OR-AND gates	
worst_setup_path	Worst Path Buf+Inv	2	
synth	Ys Warns	2	
clock_network	setup bufs post-CTS	0	
final_timing	Max Slew Vio Count	0	
floorplanning	die height	106.5	µm
clock_network	total CTS buffers	3	
final_timing	Slew Limit Headroom	59.42	%
clock_network	CTS max path bufs	2	
power	Lkg Pwr	2.753	nW
detailed_routing	DRC violation total after the first TritonRoute iteration	317	
worst_setup_path	Max Fanout on Critical Path	8	
placed_design	pre-CTS setup slack	324.8	ps
synth	Top cells by area	ha_1 (29%), xnor2_1 (8.8%), dfrtp_1 (6.0%)	
synth	flip-flops with a built-in enable	0	
synth	Synth Register Bits	25	
final_timing	setup ws final	400.6	ps
detailed_routing	DR WL/cell	17.35	µm
worst_setup_path	crit path kind	reg -> reg	
clock_network	# resized after CTS	0	
cells_and_area	Finished Layout Cells	882	
cells_and_area	most instantiated logic cell after routing	ha_1	
floorplanning	# rows	37	
worst_setup_path	CP Depth	15	
detailed_routing	drt pass-1 iters	6	
worst_setup_path	Worst Setup Start Kind	flip-flop	
final_timing	final setup skew	4.909	ps
cells_and_area	dominant logic cell types in the final layout	ha_1 (126), clkdlybuf4s50_1 (70), a21oi_1 (56)	
min_path	Hold WC Path Type	reg -> reg	
worst_setup_path	R2R setup slack	400	ps
clock_network	H-tree levels	1	
detailed_routing	DR vias	5254	
cells_and_area	area grow syn2layout	16.03	%
clock_network	Late-Pin Clk Latency	270	ps
worst_setup_path	Reg2Reg Depth	15	
outcome	status	completed	
cells_and_area	post-layout util	60.58	%
final_timing	setup TNS	0	ps
synth	main flop type	dfrtp_1	
final_timing	Slew @ Worst Pin	593.4	ps
clock_network	hold_buf cts	0	
detailed_routing	DRC	0	
global_routing	largest net degree at the start of global routing	18	
worst_setup_path	CP endpoint	Stuck$_DFFE_PP0P_	
worst_setup_path	Worst path slowest cell	or4_4	
global_routing	first-pass GRT wire length	24550	µm
placed_design	placed instance count	877	
synth	post-synthesis async set-or-reset flop share	84.00	%
detailed_routing	vias per cell	5.957	
synth	cell count after synthesis	682	
flow_run	Max Cap Viol	0	
placed_design	Routability Congestion	1.005	
synth	post-synthesis sequential area ratio	11.27	%
final_timing	Peak Freq	0.2439	GHz
clock_network	Worst-path clk slew	90	ps
clock_network	Clock Sinks	25	
placed_design	post-DP HPWL	12980	µm
floorplanning	FP Util	52.21	%
worst_setup_path	Largest stage delay, worst path	610	ps
final_timing	cycle use final	91.10	%
worst_setup_path	WP data arrival	4270	ps
global_routing	All-Layer GR Usage	28.05	%
worst_setup_path	CP required	4670	ps
detailed_routing	Detailed Route WL	15300	µm
worst_setup_path	R2R Path End	Stuck$_DFFE_PP0P_	
synth	area leader, netlist	ha_1	
detailed_routing	antenna cells	0	
placed_design	Port Buffer Count	70	
synth	Distinct cells, synth	73	
synth	yosys cell count	682	
clock_network	Root Driver	clkbuf_8	
worst_setup_path	crit-path cells	inv_1 -> nor3_1 -> o21ai_0 -> xnor2_1 -> inv_1 -> ha_1 -> a21o_1 -> a211oi_1 -> o21ai_0 -> o221ai_1 -> o311ai_0 -> or4_4 -> o211ai_2 -> nor3_1 -> o41ai_2	
global_routing	initial antenna violation count	0	
synth	Dominant cell area share	28.86	%
floorplanning	Die Footprint	0.01135	mm²
worst_setup_path	Worst setup startpoint	Box_Y_Pos[2]$_DFFE_PP0P_	
cells_and_area	layout cells sized above 1	4.558	%
final_timing	Worst Hold Slack	531.7	ps
floorplanning	Die Wd	106.5	µm
synth	syn avg cell area	8.010	µm²
worst_setup_path	reg2reg start	Box_Y_Pos[2]$_DFFE_PP0P_	
final_timing	RSZ-0062 raised after global routing	no	
worst_setup_path	Critical Path Sink Type	flip-flop	
final_timing	Hold Vio Cnt, Final	0	
final_timing	Final setup viols	0	
==> tightest hold or removal path: stages, from the launching register on <==
cell and delay [ps]:
dfxtp_1 360, nand2_1 70, o31ai_1 60
==> Yosys cell counts, types with 3 or more instances <==
master and number:
ha_1 126, o221ai_1 3, o2111ai_1 3, clkbuf_1 5, dfxtp_1 4, buf_6 3, nand2b_1 5, nor2b_1 16
nand2_1 48, a22oi_1 4, xor2_1 12, nor2_1 37, maj3_1 3, nor4b_2 3, inv_1 46, nor4_1 7
o21a_1 8, nor3_1 17, o211ai_1 8, or3_1 4, a21o_1 17, buf_2 7, o21bai_1 5, a21boi_0 4
dfrtp_1 13, nand4_1 17, a211o_1 4, dfstp_2 8, nand3_1 25, and3_1 4, a211oi_1 5, a21oi_1 56
a31oi_1 7, o21ai_0 43, and2_1 3, xnor2_1 55
==> worst min path at each step <==
stage                          from                     to  cells past startpoint
CTS           curr_state[2]$_DFF_P_  curr_state[2]$_DFF_P_                      2
global route  curr_state[2]$_DFF_P_  curr_state[2]$_DFF_P_                      2
finish        curr_state[2]$_DFF_P_  curr_state[2]$_DFF_P_                      2
==> through the flow <==
stage | total power, mW | area, µm²
global placement | 0.4638 | 6282
global route | 0.6517 | 6339
floorplan | 0.3699 | 5463
finish | 0.6048 | 6339
detailed placement | 0.4671 | 6282
CTS | 0.6117 | 6331
==> power by group <==
part	internal, mW	total [mW]	switching [mW]	leakage [nW]
clock network	0.0628	0.138	0.0754	0.0217
logic	0.120	0.242	0.122	2.45
registers	0.224	0.224	0.00000166	0.285
==> cells by family after synthesis <==
group	synth area share [%]
buf+inv	5.062
xor+xnor	11.15
flops	11.27
simple gates	19.35
fa+ha+maj	29.78
mux	0.5726
compound gates	22.81
==> cell type report <==
type	count	area (µm²)	share of cell area (%)
sequential	25	615.6	9.712
inverter	48	180.2	2.842
multi-input combinational	592	4571	72.11
tap	136	170.2	2.685
clock inverter	1	7.507	0.1184
clock buffer	3	41.29	0.6514
timing repair buffer	77	753.2	11.88
==> flip-flops by register name, summed over array words and instances (netlist names) <==
register	count
Box_X_Pos	10
curr_state	4
Stuck	1
Box_Y_Pos	10
==> metal layers <==
metal  track usage [%]  part of all wire [%]
met1             46.32                    52
met2             39.42                    40
met3             4.816                   7.3
met4             2.446                  0.84
met5                 0                     0
Power and IR drop assume default switching activity.
