File: ./run.sh
#!/bin/bash
# OpenROAD 26Q1-2900-gdf79404cd8, Yosys 0.63+post, stock flow scripts
make -C /OpenROAD-flow-scripts/flow DESIGN_CONFIG=/design/flow/config.mk WORK_HOME=/design/flow/orfs finish
File: ./config.mk
export PLATFORM = sky130hd
export DESIGN_NAME = board_p_move
export DESIGN_NICKNAME = board_p_move
export VERILOG_FILES = /design/flow/design.v
export SDC_FILE = /design/flow/constraint.sdc
export NUM_CORES = 4
export LEC_CHECK = 1
export CORE_UTILIZATION = 40
File: ./constraint.sdc
current_design board_p_move

set clk_period 4.9
set clk_io_pct 0.2

create_clock -name clk0 -period $clk_period [get_ports {frame_clk}]

set non_clock_inputs [all_inputs -no_clocks]
set_input_delay [expr $clk_period * $clk_io_pct] -clock clk0 $non_clock_inputs
set_output_delay [expr $clk_period * $clk_io_pct] -clock clk0 [all_outputs]
File: ./design.v
module board_p_move (
	input Reset, frame_clk,
	input [9:0] BoyX, BoyY, GirlX, GirlY,
	output [9:0] BoardX, BoardY,
	output logic is_up, is_down
);
	logic [9:0] Board_X_Pos, Board_X_Motion, Board_Y_Pos, Board_Y_Motion;
	logic button_pushed, Is_up, Is_down;
	parameter [9:0] Board_X_LEFT=280*2;
   parameter [9:0] Board_Y_TOP=99*2;
	int DistX_1b, DistY_1b, DistX_2b, DistY_2b, DistX_1g, DistY_1g, DistX_2g, DistY_2g;
	assign DistX_1b = (BoyX+10) - 83*2;
	assign DistY_1b = 125*2 - (BoyY+35);
	assign DistX_2b = (BoyX+10) - 249*2;
	assign DistY_2b = 94*2 - (BoyY+35);
	assign DistX_1g = (GirlX+10) - 83*2;
	assign DistY_1g = 125*2 - (GirlY+35);
	assign DistX_2g = (GirlX+10) - 249*2;
	assign DistY_2g = 94*2 - (GirlY+35);
	logic boy_push, girl_push;
	always_comb begin
		boy_push = ((DistX_1b <= 10 && DistY_1b <=5 && DistX_1b >=0 && DistY_1b >= -5)||(DistX_2b <= 10 && DistY_2b <=5 && DistX_2b >=0 && DistY_2b >= -5));
		girl_push = ((DistX_1g <= 10 && DistY_1g <=5 && DistX_1g >=0 && DistY_1g >= -5)||(DistX_2g <= 10 && DistY_2g <=5 && DistX_2g >=0 && DistY_2g >= -5));
		if (boy_push || girl_push)
			button_pushed = 1;
		else
			button_pushed = 0;
	end
	always_ff @ (posedge Reset or posedge frame_clk )
    begin
       if (Reset)
        begin 
            Board_Y_Motion <= 10'd0;
				Board_X_Motion <= 10'd0;
				Board_Y_Pos <= Board_Y_TOP;
				Board_X_Pos <= Board_X_LEFT;
				Is_up <= 1'b0;
				Is_down <= 1'b0;
        end
		 else if (Board_Y_Pos <= 250 && button_pushed == 1 && (Board_X_Pos<=BoyX+20 && Board_Y_Pos+14>=BoyY && Board_Y_Pos<=BoyY) == 0 && (Board_X_Pos<=GirlX+20 && Board_Y_Pos+14>=GirlY && Board_Y_Pos<=GirlY) == 0) begin
				Board_Y_Motion <= 1;
				Board_X_Motion <= 0;
				Board_Y_Pos <= (Board_Y_Pos + Board_Y_Motion);
				Board_X_Pos <= (Board_X_Pos + Board_X_Motion);
				Is_up <= 1'b0;
				Is_down <= 1'b1;
		 end
		 else if (Board_Y_Pos >= 198 && button_pushed == 0) begin
				Board_Y_Motion <= -1;
				Board_X_Motion <= 0;
				Board_Y_Pos <= (Board_Y_Pos + Board_Y_Motion);
				Board_X_Pos <= (Board_X_Pos + Board_X_Motion);
				Is_up <= 1'b1;
				Is_down <= 1'b0;
		 end
		 else begin
			Board_Y_Motion <= 0;
			Board_X_Motion <= 0;
			Board_Y_Pos <= (Board_Y_Pos + Board_Y_Motion);
			Board_X_Pos <= (Board_X_Pos + Board_X_Motion);
			Is_up <= 1'b0;
			Is_down <= 1'b0;
		end
	 end
	 assign BoardX = Board_X_Pos;
    assign BoardY = Board_Y_Pos;
	 assign is_up = Is_up;
	 assign is_down = Is_down;
endmodule
==> flow_metrics.env <==
# implementation run metrics
export IMPL_arrival_ns=4.56
export IMPL_slew_violations=0
export IMPL_drc_errors=0
export IMPL_postSynthAreaPerCell_um2=7.21
export IMPL_hpwl_mm=13.4
export IMPL_yosys_stat_area_mm2=0.00619
export IMPL_yosysTopAreaCellShare=0.164
export IMPL_vias=6360
export IMPL_clock_sinks=13
export IMPL_fin_skew_ns=0.00150
export IMPL_synth_warnings=1
export IMPL_drive_gt1_frac=0.0835
export IMPL_ctsRootBufferMaster="clkbuf_16"
export IMPL_synth_top_flop_cell="dfrtp_1"
export IMPL_worst_slew_pin_slew_ns=0.647
export IMPL_dieArea_mm2=0.0160
export IMPL_hold_buffers=0
export IMPL_grt_pass1_wl_mm=28.2
export IMPL_io_buffers=53
export IMPL_fp_row_count=45
export IMPL_antenna_found_initial=0
export IMPL_cts_max_path_buffers=2
export IMPL_ys_seq_elements=13
export IMPL_min_period_ns=4.39
export IMPL_worst_ep_required_time_ns=5.07
export IMPL_synth_distinct_cells=94
export IMPL_grt_start_max_net_pins=21
export IMPL_finalSetupViolations=0
export IMPL_cp_end_kind="flop"
export IMPL_warning_count=50
export IMPL_netlist_area_mm2=0.00619
export IMPL_hold_violations=0
export IMPL_timing_fmax_mhz=228
export IMPL_hold_path_class="flop to flop"
export IMPL_antennaDiodeCount=0
export IMPL_synth_seq_area_share=0.0534
export IMPL_cap_viol_max_count=0
export IMPL_path_clk_slew_ns=0.05
export IMPL_initCoreUtil=0.409
export IMPL_tns_ns=0
export IMPL_peakVddDrop_uv=361
export IMPL_ios=64
export IMPL_critical_path_startpoint_type="input port"
export IMPL_finalCritPeriodShare=0.896
export IMPL_pwr_density_cell_mw_per_mm2=278
export IMPL_cp_top_family="AND-OR/OR-AND gates"
export IMPL_cp_buffers_inverters=3
export IMPL_die_h_um=126
export IMPL_synthArstFlopShare=1.00
export IMPL_areaGrowthSynthToFinish_pct=13.4
export IMPL_drt_total_wl_mm=16.8
export IMPL_slowest_delay_ns=0.50
export IMPL_first_pass_iters=5
export IMPL_track_usage=0.214
export IMPL_slew_limit_headroom=0.567
export IMPL_fillerInstances=1523
export IMPL_wl_per_cell_um=15.5
export IMPL_yosys_stat_cells=858
export IMPL_yosysMostFrequentCell="ha_1"
export IMPL_crit_path_top_delay_cell="clkdlybuf4s50_1"
export IMPL_ctsResizeCount=0
export IMPL_crit_fanout=5
export IMPL_drtIter0Drc=373
export IMPL_power_mw=1.95
export IMPL_critPathKind="input port to flop"
export IMPL_cts_made_buffers=3
export IMPL_rsz0062_at_grt="false"
export IMPL_crit_path_cell_trace="clkdlybuf4s50_1, inv_1, ha_1, o21bai_1, o22ai_1, a22o_1, o21ai_0, a21oi_1, ha_1, inv_1, a311o_1, nor4_1, o211ai_1, nor4_1, o21ai_0, o2111ai_2, mux2i_1"
export IMPL_top_area_cell="ha_1"
export IMPL_gp_congestion=0.940
export IMPL_coreArea_mm2=0.0151
export IMPL_synth_edff_count=0
export IMPL_outcome="finished clean"
export IMPL_cts_max_level=1
export IMPL_clock_latency_ns=0.24
export IMPL_syn_inst=858
export IMPL_grt_pass1_vias=5712
export IMPL_via_per_inst=5.86
export IMPL_top_cells_by_area="ha_1 16%, xnor2_1 7.9%, a21oi_1 4.3%"
export IMPL_cts_tree="done"
export IMPL_p_leak_nw=2.87
export IMPL_die_x_um=126
export IMPL_yosys_top_cells_count="81 x ha_1, 61 x nor2_1, 56 x xnor2_1"
export IMPL_cts_setup_buffers=0
export IMPL_grt_overflow=0
export IMPL_ant_nets=0
==> routing by layer <==
layer	track usage	wire length, µm
met5	0	0
met4	0.0291	195
met3	0.0107	639
met2	0.350	7660
met1	0.320	8330
==> area by class of cell <==
cell class	instances	area (µm²)	share of cell area
multi-input combinational	740	5380	0.766
timing repair buffer	89	801	0.114
sequential	13	330	0.0471
tap	188	235	0.0335
inverter	52	195	0.0278
clock buffer	4	78.8	0.0112
==> path summary, 6_finish.rpt <==
check	cells after the start	start	endpoint	slack, ns
worst max-delay path	17	GirlX[1]	Board_Y_Motion[0]	0.51
worst min-delay path	1	Board_Y_Pos[0]	Board_Y_Pos[0]	0.53
worst max register to register	13	Board_Y_Pos[1]	Board_Y_Motion[0]	1.86
worst min register to register	1	Board_Y_Pos[0]	Board_Y_Pos[0]	0.53
max in group asynchronous	2	Reset	Board_Y_Pos[1]	3.44
min in group asynchronous	2	Reset	Board_Y_Pos[9]	1.09
==> power breakdown <==
part           internal [mW]  leakage [nW]  total (mW)  switching [mW]
registers              0.182         0.146       0.316           0.135
clock network          0.110        0.0382       0.157          0.0468
logic                  0.725          2.68        1.48           0.756
==> layout by cell type, fill, tap and decap left out, drive strengths merged, types with 7 or more instances in the layout <==
master	n
inv	52
ha	81
o21bai	10
o2111ai	12
a31oi	8
or3	7
dfrtp	9
o21ai	51
nand3	26
nor3	23
o21a	8
o221ai	8
clkdlybuf4s50	53
o211ai	17
or2	7
xor2	9
a21o	16
nor4	11
a211oi	9
o22ai	9
xnor2	60
conb	10
buf	36
nor2	61
nor3b	9
nand2b	22
a21oi	54
nand4	16
mux2i	10
nor2b	13
nand2	55
and2	9
==> sequential cells by signal, indices dropped and copies added, names as in the netlist <==
signal	flops
Board_Y_Pos	10
Is_down	1
Board_Y_Motion	2
==> through the flow <==
| step | worst slack (ns) | hold WS [ns] | cell area (µm²) | instances | utilization |
|---|---|---|---|---|---|
| floorplan | 0.581 | 0.443 | 6220 | 866 | - |
| global placement | 0.281 | 0.524 | 6940 | 1082 | 0.458 |
| detailed placement | 0.249 | 0.525 | 6940 | 1082 | 0.458 |
| CTS | 0.492 | 0.540 | 7020 | 1086 | 0.464 |
| global route | 0.137 | 0.583 | 7020 | 1086 | 0.464 |
| finish | 0.509 | 0.532 | 7020 | 1086 | 0.464 |
==> logic make-up (layout without fill, tap and decap cells) <==
logic type / after synthesis / in the layout / synth area share
compound gates: 267 / 267 / 0.306
flops: 13 / 13 / 0.0534
xor+xnor: 69 / 69 / 0.106
fa+ha+maj: 83 / 83 / 0.169
buf+inv: 113 / 145 / 0.0821
other cells: 2 / 10 / 0.00121
mux: 12 / 12 / 0.0198
simple gates: 299 / 299 / 0.263
==> worst register-to-register path, cell delays in order, from the launching register on <==
cell,delay (ns)
dfstp_2,0.64
inv_1,0.18
ha_1,0.26
nand2b_1,0.12
nand4_1,0.12
xnor2_1,0.27
ha_1,0.28
o21ai_0,0.10
nor2_1,0.08
a21oi_1,0.16
a21oi_1,0.08
o311ai_0,0.36
o21ai_0,0.16
mux2i_1,0.15
Power is estimated from default activity; no workload was simulated.
