==> design.v <==
module board_y_move (
	input Reset, frame_clk,
	input [9:0] BoyX, BoyY, GirlX, GirlY,
	output [9:0] BoardX, BoardY
);
	logic [9:0] Board_X_Pos, Board_X_Motion, Board_Y_Pos, Board_Y_Motion;
	logic button_pushed, boy_not_collide, girl_not_collide;
	parameter [9:0] Board_X_LEFT=14;
   parameter [9:0] Board_Y_TOP=248;
	int DistX_1, DistY_1, DistX_2, DistY_2;
	assign DistX_1 = (BoyX+10) - 69*2;
	assign DistY_1 = 168*2 - (BoyY+35);
	assign DistX_2 = (GirlX+10) - 69*2;
	assign DistY_2 = 168*2 - (GirlY+35);
	always_comb begin
		boy_not_collide = ((Board_X_Pos+64>=BoyX && Board_Y_Pos+14<=BoyY)||Board_X_Pos+64<=BoyX);
		girl_not_collide = ((Board_X_Pos+64>=GirlX && Board_Y_Pos+14<=GirlY)||Board_X_Pos+64<=GirlX);
		if ((DistX_1 <= 10 && DistY_1 <=5 && DistX_1 >=0 && DistY_1 >= -5) || (DistX_2 <= 10 && DistY_2 <=5 && DistX_2 >=0 && DistY_2 >= -5))
			button_pushed = 1;
		else
			button_pushed = 0;
	end
	always_ff @ (posedge Reset or posedge frame_clk )
    begin
       if (Reset)
        begin 
            Board_Y_Motion <= 10'd0;
				Board_X_Motion <= 10'd0;
				Board_Y_Pos <= Board_Y_TOP;
				Board_X_Pos <= Board_X_LEFT;
        end
		 else if (Board_Y_Pos <= 300 && button_pushed == 1 && boy_not_collide == 1 && girl_not_collide == 1) begin
				Board_Y_Motion <= 1;
				Board_X_Motion <= 0;
				Board_Y_Pos <= (Board_Y_Pos + Board_Y_Motion);
				Board_X_Pos <= (Board_X_Pos + Board_X_Motion);
		 end
		 else begin
				Board_Y_Motion <= 0;
				Board_X_Motion <= 0;
				Board_Y_Pos <= (Board_Y_Pos + Board_Y_Motion);
				Board_X_Pos <= (Board_X_Pos + Board_X_Motion);
		 end
	 end
	 assign BoardX = Board_X_Pos;
    assign BoardY = Board_Y_Pos;
endmodule
==> run.sh <==
#!/bin/bash
# OpenROAD 26Q1-2900-gdf79404cd8, Yosys 0.63+post, stock flow scripts
make -C /OpenROAD-flow-scripts/flow DESIGN_CONFIG=/design/flow/config.mk WORK_HOME=/design/flow/orfs finish
==> config.mk <==
export PLATFORM = sky130hd
export DESIGN_NAME = board_y_move
export DESIGN_NICKNAME = board_y_move
export VERILOG_FILES = /design/flow/design.v
export SDC_FILE = /design/flow/constraint.sdc
export NUM_CORES = 4
export LEC_CHECK = 1
export CORE_AREA = 10 10 110 110
export DIE_AREA = 0 0 120 120
==> constraint.sdc <==
current_design board_y_move

set clk_period 4.2
set clk_io_pct 0.2

create_clock -name clk0 -period $clk_period [get_ports {frame_clk}]

set non_clock_inputs [all_inputs -no_clocks]
set_input_delay [expr $clk_period * $clk_io_pct] -clock clk0 $non_clock_inputs
set_output_delay [expr $clk_period * $clk_io_pct] -clock clk0 [all_outputs]
==> impl_metrics.json <==
{
  "status": "complete, no violations",
  "clock_latency_ns": 0.24,
  "coreArea_um2": 9770,
  "drv_cap": 0,
  "place_congestion": 0.848,
  "cts_resized": 0,
  "clk_pin_slew_ns": 0.06,
  "hold_viol_final": 0,
  "area_delta_synth_final_pct": 33.4,
  "cp_data_required_time_ns": 4.34,
  "edf_count": 0,
  "max_freq_ghz": 0.319,
  "dp.final_hpwl_um": 4690,
  "cp-start-kind": "primary input",
  "fin_skew_ns": 0.00365,
  "die_w_um": 120,
  "diodes": 0,
  "hold_path.class": "reg2reg",
  "timing.final.crit_period_ns": 3.14,
  "synth_cell_type_count": 52,
  "dp_cells": 421,
  "io_pins": 62,
  "area_leaders": "ha_1 20%, dfrtp_1 7.9%, dfstp_2 6.9%",
  "cts_setup_buffers": 0,
  "synthArstFlopShare": 1.00,
  "ctsRootBufferMaster": "clkbuf_8",
  "synth_area_um2": 1910,
  "period_used_share": 0.747,
  "final_max_slew_viol_count": 0,
  "portBuffers": 51,
  "syn_inst": 247,
  "wire_per_inst_um": 12.8,
  "cts_tree": "built",
  "cts_buffers": 3,
  "clockBufferDepth": 2,
  "post-route-drc-count": 0,
  "ir_worst_vdd_mv": 0.0954,
  "vias": 1843,
  "grt_util_all_layers": 0.0755,
  "rows": 36,
  "stdcell_count": 425,
  "p_leak_nw": 1.10,
  "worst-setup-path-type": "in2reg",
  "lay_top_cells": "51 x clkdlybuf4s50_1, 31 x inv_1, 31 x ha_1",
  "cts_hold_buf": 0,
  "cts_max_level": 1,
  "synth_area_per_cell_um2": 7.73,
  "setup_tns_ns": 0,
  "grt.overflow.total": 0,
  "rsz0062_at_grt": "no",
  "cp_max_fo": 3,
  "drt_pre_antenna_iters": 4,
  "top_cell_area_share": 0.203,
  "die_h_um": 120,
  "drt-initial-drc-count": 46,
  "fp_util": 0.195,
  "ys.flops": 11,
  "drive_gt1_frac": 0.0548,
  "grt_pass1_vias": 1903,
  "ant_nets": 0,
  "grt_first_pass_wirelength_um": 9160,
  "clock-sinks": 11,
  "yosys_cells": 247,
  "die-area_um2": 14400,
  "finalSetupViolations": 0,
  "warning_count": 27,
  "synth_top_cell_by_area": "ha_1",
  "layout_top_cell": "clkdlybuf4s50_1",
  "ff_type": "dfrtp_1",
  "cp.arrival_ns": 3.28,
  "synth-area-yosys_um2": 1910,
  "wl_um": 5420,
  "end_kind": "flop",
  "power_density_nw_per_um2": 134,
  "grt_max_degree": 12,
  "routed_via_density": 4.34,
  "ys_seq_frac": 0.147,
  "yosysWarnings": 1,
  "antenna_found_initial": 0
}
## stage by stage
stage	power (mW)	setup slack [ns]	cell area (µm²)	hold slack, ns	utilization
6_report	0.342	1.06	2550	0.524	0.260
5_1_grt	0.364	0.877	2550	0.557	0.260
4_1_cts	0.345	1.03	2550	0.530	0.260
3_5_place_dp	0.235	0.816	2500	0.514	0.256
3_3_place_gp	0.234	0.898	2500	0.520	0.256
2_1_floorplan	0.182	1.55	1940	0.443	-
## synth_stat cells (6+ instances only)
| cell | number |
|---|---|
| a21oi_1 | 14 |
| buf_4 | 10 |
| dfrtp_1 | 6 |
| ha_1 | 31 |
| inv_1 | 31 |
| nand2_1 | 15 |
| nand3_1 | 10 |
| nand4_1 | 7 |
| nor2_1 | 15 |
| nor3_1 | 7 |
| o21ai_0 | 8 |
| xnor2_1 | 15 |
| xor2_1 | 9 |
## sequential cells by signal (all words and copies together), names as in the netlist
name            count
Board_Y_Motion      1
Board_Y_Pos        10
## logic make-up (layout without fill, tap and decap cells)
logic type	after synthesis	count (layout)	share of synthesized area
buf+inv	49	86	0.122
other cells	2	10	0.00393
fa+ha+maj	31	31	0.203
mux	1	1	0.00524
simple gates	74	74	0.204
flops	11	11	0.147
xor+xnor	24	24	0.110
compound gates	55	55	0.204
## final cells by class
class	instances	area (µm²)
flip-flops and latches	11	282
multi-input cells	195	1430
clock buffers	3	41.3
repair buffers	51	510
fillers	1025	7230
clock inverters	1	5.00
well taps	133	166
inverters	31	116
## layer usage
layer	up-vias	part of all wire	track usage	wire length, µm
li1	957	-	-	-
met1	839	0.49	0.103	2640
met2	43	0.46	0.124	2510
met3	4	0.042	0.0157	228
met4	0	0.0089	0.00679	48
met5	-	0	0	0
## power by group
group          switching [mW]  internal [mW]  leakage [nW]
registers            0.000125          0.106         0.135
clock network          0.0431         0.0654        0.0255
logic                  0.0588         0.0678         0.938
total                   0.102          0.240          1.10
## critical path, cell delays in order
cell and delay (ns):
clkdlybuf4s50_1 0.50, inv_1 0.06, ha_1 0.19, ha_1 0.26, or4b_4 0.46, a2111oi_4 0.26, nand3_1 0.12, nor4_1 0.29
a21oi_1 0.07, a211oi_1 0.23
## path summary, 6_finish.rpt
kind | startpoint | endpoint | slack (ns) | depth (start not counted)
max | BoyX[7] | Board_Y_Motion | 1.06 | 10
min | Board_Y_Motion | Board_Y_Pos[0] | 0.52 | 1
max reg2reg | Board_Y_Pos[1] | Board_Y_Motion | 1.37 | 12
min reg2reg | Board_Y_Motion | Board_Y_Pos[0] | 0.52 | 1
max in group asynchronous | Reset | Board_Y_Pos[6] | 2.97 | 2
min in group asynchronous | Reset | Board_Y_Pos[1] | 0.90 | 2
No activity file was given, so power comes from the tool's default toggle rates.
